## design/flow/config.mk

```make
export PLATFORM = sky130hd
export DESIGN_NAME = up_down_counter
export DESIGN_NICKNAME = up_down_counter
export VERILOG_FILES = /design/flow/design.v
export SDC_FILE = /design/flow/constraint.sdc
export NUM_CORES = 4
export LEC_CHECK = 1
export CORE_AREA = 10 10 70 70
export DIE_AREA = 0 0 80 80
```

## design/flow/constraint.sdc

```tcl
current_design up_down_counter

set clk_period 2.0
set clk_io_pct 0.2

create_clock -name clk0 -period $clk_period [get_ports {CLK}]

set non_clock_inputs [all_inputs -no_clocks]
set_input_delay [expr $clk_period * $clk_io_pct] -clock clk0 $non_clock_inputs
set_output_delay [expr $clk_period * $clk_io_pct] -clock clk0 [all_outputs]
```

## design/flow/design.v

```verilog
module up_down_counter(input CLK, ENABLE, UPDN, RST, output wire[3:0] VALUE); 
reg [3:0] counter;    
always @ (posedge CLK or posedge RST)
  begin
   if (RST == 1'b1)
   begin 
   counter <= 4'b0000;
   end       
   else 
   if(ENABLE == 1'b1 && UPDN == 1'b1)    
      begin
        if (counter == 4'hF)
          begin
           counter <= 4'hF;
          end
        else
         counter <= counter + 1'b1;              
       end 
   else if (ENABLE == 1'b1 && UPDN == 1'b0)  
       begin
        if (counter == 4'h0)
          begin
           counter <= 4'h0;
          end
        else
         counter <= counter - 1'b1; 
        end 
        else if (ENABLE == 1'b0 && (UPDN == 1'b0 || 1'b1))
        begin
        counter <= counter;
        end
   else if(ENABLE == 1'b0)
     counter <= counter;   
   else if (counter == 15)
    counter <= 4'hF;
   else if (counter == 0)
    counter <= 4'h0;
  end
 assign VALUE = counter;
endmodule 
```

## design/flow/run.sh

```bash
#!/bin/bash
# OpenROAD 26Q1-2900-gdf79404cd8, Yosys 0.63+post, stock flow scripts
make -C /OpenROAD-flow-scripts/flow DESIGN_CONFIG=/design/flow/config.mk WORK_HOME=/design/flow/orfs finish
```

==> impl_metrics.env <==
# physical design summary
export IMPL_p_leak_nw=0.1892
export IMPL_grt_max_degree=12
export IMPL_crit_chain="clkdlybuf4s50_1"
export IMPL_setup_viol=0
export IMPL_via_count=322
export IMPL_start_kind="flop"
export IMPL_power_share_clock_pct=16.4
export IMPL_grt_pass1_vias=323
export IMPL_synthDistinctLibCells=23
export IMPL_yosysWarnings=1
export IMPL_synthArstFlopShare_pct=100.0
export IMPL_routed_wl_um=871
export IMPL_synth_area_um2=350.3
export IMPL_worst_ep_required_time_ns=1.60
export IMPL_max_stage_delay_ns=0.55
export IMPL_grt_pass1_wl_mm=1.400
export IMPL_clk_pin_slew_ns=0.04
export IMPL_edf_count=0
export IMPL_ys_flop_type="dfrtp_1"
export IMPL_dp_hpwl_um=666.5
export IMPL_netlist_instances=41
export IMPL_hp_class="in -> async"
export IMPL_largest_register="counter"
export IMPL_cp_num_cells=1
export IMPL_fin_util_pct=14.65
export IMPL_drc=0
export IMPL_fin_tns_setup_ns=0
export IMPL_antenna_found_initial=0
export IMPL_ir_drop_mv=0.2802
export IMPL_critPathKind="reg -> out"
export IMPL_die_h_um=80
export IMPL_drive_above_1_share_pct=13.73
export IMPL_slowest_stage="clkdlybuf4s50_1"
export IMPL_largest_reg_flops=4
export IMPL_synthTopCellsByArea="dfrtp_1 29%, ha_1 11%, nand2b_1 5.4%"
export IMPL_wl_per_cell_um=8.979
export IMPL_fin_hold_ws_ns=0.3604
export IMPL_top_cells_by_count="4 x dfrtp_1, 4 x inv_1"
export IMPL_post_route_min_period_ns=1.688
export IMPL_ctsRootBufferMaster="clkbuf_4"
export IMPL_grt_ovfl_total=0
export IMPL_rsz0062_at_grt="no"
export IMPL_worst_slack_ns=0.3120
export IMPL_cts_resized=0
export IMPL_skew_ns=0.002969
export IMPL_num_antenna_cells=0
export IMPL_cts_sinks=4
export IMPL_syn2layout_area_growth_pct=42.86
export IMPL_top_regs="counter x4"
export IMPL_crit_arrival_ns=1.29
export IMPL_io_buffers=7
export IMPL_ys_cells=41
export IMPL_ant_nets=0
export IMPL_cts_hold_buf=0
export IMPL_worst_setup_path_end_kind="output port"
export IMPL_yosysTopAreaCellShare_pct=28.57
export IMPL_maxSlewViolCount=0
export IMPL_cp_num_buf_inv=1
export IMPL_pre_cts_ws_ns=0.2839
export IMPL_numCtsBuffers=3
export IMPL_tritoncts="done"
export IMPL_drtIter0Drc=11
export IMPL_initCoreUtil_pct=10.26
export IMPL_yosysTopAreaCell="dfrtp_1"
export IMPL_yosys_area_um2=350.3
export IMPL_cp_max_fo=11
export IMPL_coreArea_um2=3416
export IMPL_grt_usage_pct=2.599
export IMPL_numSynthFlops=4
export IMPL_clk_path_buf_depth=2
export IMPL_die_w_um=80
export IMPL_dpl_instance_area_um2=478.0
export IMPL_io_pins=8
export IMPL_r2r_cells=5
export IMPL_finalPower_mw=0.6159
export IMPL_cts_setup_buffers=0
export IMPL_worstMarginPinSlew_ns=0.3751
export IMPL_postSynthSeqShare_pct=28.57
export IMPL_warnings=27
export IMPL_fin_crit_sh_pct=84.40
export IMPL_combinationalPowerShare_pct=49.0
export IMPL_cp_top_family="buffers and inverters"
export IMPL_outcome="complete, no violations"
export IMPL_fp_row_count=21
export IMPL_dr_pass1_iters=4
export IMPL_hold_violations=0
export IMPL_slew_headroom_pct=74.35
export IMPL_insertion_delay_ns=0.23
export IMPL_power_density_nw_per_um2=1231
export IMPL_die_area_um2=6400
export IMPL_gp_congestion=0.7708
export IMPL_max_cap_violations=0
export IMPL_share_seq_of_total_power_pct=34.6
export IMPL_p_sw_share_pct=39.20
export IMPL_htree_num_levels=1
export IMPL_viasPerCell=3.320
export IMPL_fmax_ghz=0.5924
export IMPL_dp_cells=94
export IMPL_stdcell_count=97
export IMPL_p_switching_mw=0.2414
export IMPL_design_area_um2=500.5
export IMPL_avgSynthCellArea_um2=8.545
export IMPL_intPower_mw=0.3745
-- power by group through the flow --
stage / clock network, mW / logic [mW] / registers (mW)
after global routing: 0.115 / 0.344 / 0.225
final: 0.101 / 0.302 / 0.213
after CTS: 0.106 / 0.306 / 0.212
-- worst paths after layout --
kind	from	end	slack, ns
min reg2reg	counter[1]$_DFFE_PP0P_	counter[1]$_DFFE_PP0P_	0.66
max in group asynchronous	RST	counter[0]$_DFFE_PP0P_	1.48
max reg2reg	counter[0]$_DFFE_PP0P_	counter[2]$_DFFE_PP0P_	0.39
min	RST	counter[1]$_DFFE_PP0P_	0.36
max	counter[2]$_DFFE_PP0P_	VALUE[2]	0.31
min in group clk0	counter[1]$_DFFE_PP0P_	counter[1]$_DFFE_PP0P_	0.66
-- layout by cell type (no fill, tap or decap) --
cell,count
a22o_1,1
nor4b_1,1
inv_1,4
o311ai_0,1
dfrtp_1,4
nand4b_1,1
clkbuf_4,3
nand2b_1,3
a2111oi_0,1
buf_4,2
or4_4,1
o32a_1,1
nor3_1,1
a21oi_1,3
nor2_1,2
nor3b_1,1
o21bai_1,1
a31oi_1,1
o221a_2,1
nand3_1,3
nor2b_1,2
nand2_1,3
ha_1,3
clkdlybuf4s50_1,7
-- cell families after synthesis --
family                   count (synthesis)  synth area share [%]
AND-OR/OR-AND                           10                 21.79
adder cells (fa/ha/maj)                  3                 10.72
buffers and inverters                    6                 8.569
flip-flops                               4                 28.57
AND/OR/NAND/NOR                         18                 30.36
-- final cells by class --
cell class                      count  area, um^2
Clock buffer                        3       22.52
Fill cell                         399        2915
Inverter                            4       15.01
Multi-Input combinational cell     31       220.2
Sequential cell                     4       100.1
Tap cell                           46       57.56
Timing Repair Buffer                9       85.08
-- metal layers --
metal	wire length [um]	vias up	global-route usage, %	share of wire [%]
met5	0	-	0	0
met4	21	0	1.585	2.4
met3	47	2	0.5682	5.4
met2	311	17	3.210	36
met1	490	133	3.880	56
li1	-	170	-	-
Power is estimated from default activity; no workload was simulated.
